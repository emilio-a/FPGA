### config.mk
export PLATFORM = sky130hd
export DESIGN_NAME = adc_8bit
export DESIGN_NICKNAME = adc_8bit
export VERILOG_FILES = /design/flow/design.v
export SDC_FILE = /design/flow/constraint.sdc
export NUM_CORES = 4
export LEC_CHECK = 1
export CORE_AREA = 10 10 110 110
export DIE_AREA = 0 0 120 120
### constraint.sdc
current_design adc_8bit

set clk_period 2.9
set clk_io_pct 0.2

create_clock -name clk0 -period $clk_period [get_ports {clk}]

set non_clock_inputs [all_inputs -no_clocks]
set_input_delay [expr $clk_period * $clk_io_pct] -clock clk0 $non_clock_inputs
set_output_delay [expr $clk_period * $clk_io_pct] -clock clk0 [all_outputs]
### design.v
module adc_8bit(
    input clk,   
    input sc,    
    input comparador,
    output reg eoc,  
    output reg [7:0] r_2r,   
    output reg [7:0]resultado
    );
reg [3:0] estados_adc;
reg sc_interno;
always @(posedge clk, posedge sc) begin
	if (sc==1'b1) begin
        sc_interno <= 1'b1;  
        eoc <= 1'b0;         
	end
	else begin
    case (estados_adc)
        4'd0:   begin            
            if (sc_interno==1) begin
                sc_interno <=1'b0;
                estados_adc<=4'd2;
                r_2r <=8'b10000000;
            end
        end
        4'd1:   begin
            r_2r[7]<=1'b1;   
            estados_adc <= 4'd2;
        end
        4'd2:   begin
            if (comparador ==0) begin
                r_2r[7]<= 1'b0;
            end 
            r_2r[6]<=1'b1;
            estados_adc<= 4'd3;
        end
        4'd3: begin
            if (comparador ==0) begin
                r_2r[6]<= 1'b0;
            end 
            r_2r[5]<=1'b1;
            estados_adc<= 4'd4;
        end
        4'd4:   begin
            if (comparador ==0) begin
                r_2r[5]<= 1'b0;
            end 
            r_2r[4]<=1'b1;
            estados_adc<= 4'd5;
        end
        4'd5:   begin
            if (comparador ==0) begin
                r_2r[4]<= 1'b0;
            end 
            r_2r[3]<=1'b1;
            estados_adc<= 4'd6;
        end
        4'd6:   begin
            if (comparador ==0) begin
                r_2r[3]<= 1'b0;
            end 
            r_2r[2]<=1'b1;
            estados_adc<= 4'd7;
        end
        4'd7:   begin
            if (comparador ==0) begin
                r_2r[2]<= 1'b0;
            end 
            r_2r[1]<=1'b1;
            estados_adc<= 4'd8;
        end
        4'd8:   begin
            if (comparador ==0) begin
                r_2r[1]<= 1'b0;
            end 
            r_2r[0]<=1'b1;
            estados_adc<= 4'd9;
        end
		  4'd9:   begin
            if (comparador ==0) begin
                r_2r[0]<= 1'b0;
            end 
            estados_adc<= 4'd10;
        end
        4'd10:   begin
            resultado <= r_2r;
            eoc <= 1'b1;
            estados_adc<= 4'd0;
        end
        default: begin
            estados_adc <=4'd0;
				eoc <= 1'b1;
				sc_interno <=1'b0;
        end
		endcase
	end	 
	end	 
endmodule 
### run.sh
#!/bin/bash
# OpenROAD 26Q1-2900-gdf79404cd8, Yosys 0.63+post, stock flow scripts
make -C /OpenROAD-flow-scripts/flow DESIGN_CONFIG=/design/flow/config.mk WORK_HOME=/design/flow/orfs finish
==> out/metrics.csv <==
stage;metric;value;unit
final_timing;post-route setup slack;1.15;ns
critical_path;Worst Path Arrival;1.65;ns
synthesis;Yosys Instances;61;
cts;CTS root buf;clkbuf_8;
critical_path;kind of critical path;in -> reg;
critical_path;Worst setup EP type;flip-flop;
synthesis;Seq share, synth;77.0;%
final_timing;hold slack;0.452;ns
final_layout;most frequent logic cell in the layout;edfxtp_1;
placement;global placement routability congestion;0.754;
cts;setup bufs post-CTS;0;
cts;CTS tree;yes;
global_routing;grt total ovfl;0;
final_timing;max frequency;572;MHz
power;Sw Pwr;124;uW
floorplanning;die width;120;um
critical_path;Slowest cell on crit path;nor2_1;
floorplanning;Cell Rows;36;
power;Net Sw Frac;16.3;%
critical_path;Crit path largest cell delay;0.55;ns
cts;CTS H-tree depth;1;
route;wire length per cell;7.81;um
cts;PostCTS Resize Cnt;0;
floorplanning;IO Pins;20;
route;WL final;1.68;mm
power;P per Cell Area;519;nW/um^2
placement;I/O Buffers;19;
final_timing;clock skew;0.000709;ns
final_timing;Final Cycle Share;60.3;%
cts;clock slew at reported path FFs;0.08;ns
global_routing;initial antenna violation count;0;
final_timing;Tmin final;1.75;ns
power;Pwr Total;763;uW
global_routing;GRT Total Usage;2.36;%
synthesis;Largest cells by area;edfxtp_1 68%, a211oi_2 9.5%, dfxtp_1 3.8%;
synthesis;Synth cell types;18;
power;Reg power frac;59.6;%
global_routing;largest net degree at the start of global routing;17;
route;First DRT Iteration DRCs;15;
floorplanning;core area;9770;um^2
floorplanning;Core Util at FP;10.8;%
power;Pleak;0.427;nW
route;detailed-route vias per instance;2.57;
critical_path;Required @ worst endpoint;2.80;ns
outcome;status;finished clean;
critical_path;RR Startpoint;sc_interno;
synthesis;synth warn;1;
placement;HPWL Detailed;1.31;mm
cts;cts hold-fix bufs;0;
floorplanning;Die Area;14400;um^2
critical_path;critical path startpoint;sc;
route;antenna cells;0;
cts;CTS Sinks;28;
final_timing;Hold Violations, Final;0;
power;Comb pwr share;2.5;%
min_path;Hold Path Class;reg -> reg;
critical_path;Critical Path Start Type;input port;
power;Worst VDD drop;0.000163;V
cts;TritonCTS buffer count;3;
placement;DP Worst Slack;0.853;ns
route;DR vias;552;
synthesis;Area leader share;68.3;%
synthesis;yosys stat chip area;1050;um^2
critical_path;Bufs and invs on worst path;1;
power;Clk pwr share;37.9;%
power;design internal power;639;uW
final_layout;layout cell share with drive strength beyond 1;19.5;%
critical_path;CP delay by family, top;simple AND/OR/NAND/NOR gates;
synthesis;Cell Area, Synth;1050;um^2
critical_path;CP max FO;8;
min_path;Worst Hold Launch;r_2r[6];
final_timing;final setup vio count;0;
global_routing;number of global-route vias before repair;552;
synthesis;cells after synthesis;61;
synthesis;Post-synth regs;28;
final_timing;unrepaired setup endpoints after global routing;no;
synthesis;cell type with the largest total area;edfxtp_1;
route;drt first pass iters;4;
final_layout;Area Overhead vs Synth;39.4;%
flow_run;stage-log warning count;25;
route;drt drc;0;
synthesis;Post-Syn Area per Cell;17.3;um^2
flow_run;Max Cap Viol;0;
final_timing;number of slew-limit violations in the final report;0;
critical_path;crit path cell chain;clkdlybuf4s50_1 > nor2_1;
route;final antenna-violating net count;0;
final_timing;Slew headroom;57.3;%
global_routing;global-route wire length before repair;2.84;mm
cts;clock latency on the worst-skew pair;0.26;ns
final_timing;Slew @ Worst Pin;0.638;ns
floorplanning;die height;120;um
cts;Clock Path Buffers;2;
final_timing;Post-Route Setup TNS;0;ns
final_layout;Top cells excl fill/tap;24 x edfxtp_1, 19 x clkdlybuf4s50_1, 8 x nor3_1, 8 x a211oi_2;
## path summary, 6_finish.rpt
kind / end / slack (ns) / depth (start not counted)
setup / recovery: resultado[2] / 1.15 / 2
hold / removal: resultado[6] / 0.45 / 0
setup reg to reg: r_2r[2] / 1.54 / 3
hold reg to reg: resultado[6] / 0.45 / 0
max in group asynchronous: sc_interno / 1.84 / 2
min in group asynchronous: eoc / 0.76 / 2
## power by group through the flow
stage	registers, mW	clock network [mW]	logic, mW
4_1_cts	0.455	0.300	0.0198
5_1_grt	0.457	0.319	0.0210
6_report	0.455	0.289	0.0191
## synthesized netlist by cell type
cell,count
a41oi_1,1
dfrtp_1,1
nor2_1,2
dfxtp_1,2
a21o_4,1
dfstp_2,1
inv_1,3
a31o_1,1
o21ai_0,2
buf_4,1
a211oi_2,8
edfxtp_1,24
nand2_1,2
inv_2,1
nor3_1,8
nor4_2,1
o21ai_1,1
clkbuf_2,1
## per-layer routing
metal / share of wire, % / global-route usage (%) / up-vias
met5: 0 / 0 / -
met4: 2.8 / 0.603 / 0
met3: 8.3 / 1.09 / 2
met2: 41 / 3.44 / 20
met1: 48 / 3.13 / 248
li1: - / - / 282
## kinds of logic after synthesis
logic type      Yosys count  share of synthesized area [%]
compound gates           14                           14.0
buf+inv                   6                           2.61
flops                    28                           77.0
simple gates             13                           6.41
## cell type report
cell class / instances / area, um^2
flip-flops and latches: 28 / 812
inverters: 4 / 15.0
repair buffers: 19 / 190
multi-input cells: 27 / 215
clock buffers: 3 / 41.3
well taps: 133 / 166
fillers: 1069 / 8300
clock inverters: 1 / 30.0
## stage by stage
stage	util [%]	instance area (um^2)	cells
2_1_floorplan	-	1050	61
3_3_place_gp	14.3	1400	211
3_5_place_dp	14.3	1400	211
4_1_cts	15.0	1470	215
5_1_grt	15.0	1470	215
6_report	15.0	1470	215
No activity file was given, so power comes from the tool's default toggle rates.
