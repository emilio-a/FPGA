**./design.v**
```verilog
module display_driver(
	input clk,                       
	input [15:0] numero,             
	output reg [7:0] segmentos,	     
	output reg [3:0] digitos		 
	);
parameter cuenta_top = 8'd249;	 
parameter periodo_blanking = 10'd10;	 
parameter periodo_muestra  = 10'd100;    
reg [9:0] temporizador_display;	 
reg [7:0] pre_escaler;				 
reg [3:0] estado_display;			 
reg clock_display;		 
reg [3:0] bus_dcba;		 
always @(posedge clk) begin
		if (pre_escaler==cuenta_top) begin
			pre_escaler = 0;
			clock_display = ~clock_display; 
			end
		else begin
			pre_escaler = pre_escaler+1'b1;
			end
		end
always @(posedge clock_display) begin
		if (temporizador_display != 9'd0) begin
			temporizador_display <= temporizador_display - 1'b1;
			end
		else begin
			case (estado_display) 
				4'd0   : begin  
							 bus_dcba <= numero[15:12];  
							 digitos <= 4'b0111;
							 estado_display <= 4'd1;
							 temporizador_display <= periodo_muestra;	 
							 end
				4'd1   : begin  
							 digitos <= 4'b1111;
							 estado_display <= 4'd2;
							 temporizador_display <= periodo_blanking;
							 end
				4'd2   : begin  
							 bus_dcba <= numero[11:8];
							 digitos <= 4'b1011;
							 estado_display <= 4'd3;
							 temporizador_display <= periodo_muestra;	 
							 end
				4'd3   : begin  
							 digitos <= 4'b1111;
							 estado_display <= 4'd4;
							 temporizador_display <= periodo_blanking;
							 end
				4'd4   : begin  
							 bus_dcba <= numero[7:4];;
							 digitos <= 4'b1101;
							 estado_display <= 4'd5;
							 temporizador_display <= periodo_muestra;	 
							 end
				4'd5   : begin  
							 digitos <= 4'b1111;
							 estado_display <= 4'd6;
							 temporizador_display <= periodo_blanking;
							 end
				4'd6   : begin  
							 bus_dcba <= numero[3:0];
							 digitos <= 4'b1110;
							 estado_display <= 4'd7;
							 temporizador_display <= periodo_muestra;	 
							 end
				4'd7   : begin  
							 digitos <= 4'b1111;
							 estado_display <= 4'd0;
							 temporizador_display <= periodo_blanking;
							 end
				default : begin  
							 estado_display <= 4'd0;
							 temporizador_display <= periodo_blanking;
							 end
				endcase
			end
end
always @(bus_dcba)
    begin
      case (bus_dcba)  
        4'b0000 : segmentos <= 8'b00111111;   
        4'b0001 : segmentos <= 8'b00000110;   
        4'b0010 : segmentos <= 8'b01011011;   
        4'b0011 : segmentos <= 8'b01001111;   
        4'b0100 : segmentos <= 8'b01100110;   
        4'b0101 : segmentos <= 8'b01101101;   
        4'b0110 : segmentos <= 8'b01111101;   
        4'b0111 : segmentos <= 8'b00000111;   
        4'b1000 : segmentos <= 8'b01111111;   
        4'b1001 : segmentos <= 8'b01101111;   
        4'b1010 : segmentos <= 8'b01110111;   
        4'b1011 : segmentos <= 8'b01111100;   
        4'b1100 : segmentos <= 8'b00111001;   
        4'b1101 : segmentos <= 8'b01011110;   
        4'b1110 : segmentos <= 8'b01111001;   
        4'b1111 : segmentos <= 8'b01110001;   
      endcase
    end  
endmodule
```
**./config.mk**
```make
export PLATFORM = sky130hd
export DESIGN_NAME = display_driver
export DESIGN_NICKNAME = display_driver
export VERILOG_FILES = /design/flow/design.v
export SDC_FILE = /design/flow/constraint.sdc
export NUM_CORES = 4
export LEC_CHECK = 1
export CORE_UTILIZATION = 30
```
**./constraint.sdc**
```tcl
current_design display_driver

set clk_period 1.8
set clk_io_pct 0.2

create_clock -name clk0 -period $clk_period [get_ports {clk}]

set non_clock_inputs [all_inputs -no_clocks]
set_input_delay [expr $clk_period * $clk_io_pct] -clock clk0 $non_clock_inputs
set_output_delay [expr $clk_period * $clk_io_pct] -clock clk0 [all_outputs]
```
**./run.sh**
```bash
#!/bin/bash
# OpenROAD 26Q1-2900-gdf79404cd8, Yosys 0.63+post, stock flow scripts
make -C /OpenROAD-flow-scripts/flow DESIGN_CONFIG=/design/flow/config.mk WORK_HOME=/design/flow/orfs finish
```
==> impl_metrics.ini <==
; physical design summary
[logic_synthesis]
yosys.area.top_type = edfxtp_1
synthTopCellsByArea = edfxtp_1 (26%), dfxtp_1 (25%), ha_1 (6.3%)
synth-edff-count = 17
yosysUniqueCellTypes = 41
ys.flops = 42
async_reset_ff_frac = 0
synthTopCellsByCount = dfxtp_1 (25), nor2_1 (20), edfxtp_1 (17), nand2_1 (12)
ys_chip_area_mm2 = 0.00198
syn_area_mm2 = 0.00198
top_area_frac = 0.257
synth.most_common_cell = dfxtp_1
ys_warn_count = 1
ys.flop_type = dfxtp_1
ys_cells = 179
yosys.stat.seqShare = 0.509
synth.avg_cell_area_um2 = 11.1
syn_inst = 179

[placed_design]
pre_cts_slack_ns = 0.547
hpwl_um = 2410
place_inst = 279
place_congestion = 0.792
port_buffers = 27

[worst_setup_path]
critPathLaunchType = flip-flop
crit_path_end_kind = flip-flop
path_class = flip-flop to flip-flop
ff2ff_path_depth = 5
crit_arrival_ns = 1.38
cp_data_required_time_ns = 1.92
cp_max_fo = 8

[drt]
via_count = 1330
drt_iter0_markers = 40
drc = 0
vias_per_cell = 4.70
wl_per_cell_um = 11.5
num_antenna_cells = 0
firstDrtPassIters = 4
totalWireLength_um = 3250
drtAntennaViolNets = 0

[pwr]
p_int_uw = 417
p_sw_uw = 113
p_leak_uw = 0.000865
share_comb_of_total_power = 0.188
ir_worst_vdd_mv = 0.531
powerDensity_mw_per_mm2 = 224
seqPwrFrac = 0.389
clockPowerShare = 0.423
netSwitchingFraction = 0.213

[timing]
timing.final.ws_setup_ns = 0.537
fmax_ghz = 0.792
max_slew.worst_pin.slew_ns = 0.732
slew_headroom = 0.502
maxSlewViolCount = 0
skew_ns = 0.00283
rsz0062_at_grt = no
final_hold_viol_count = 0
setup_viol = 0
unclocked_pins = 33
finalCritPeriodShare = 0.702
untimed_endpoints = 60
setup_tns_ns = 0
period_needed_ns = 1.26

[floorplan]
rows = 29
chipArea_mm2 = 0.00694
ios = 29
die_w_um = 83.3
fp_util = 0.313
die_height_um = 83.3
core_area_mm2 = 0.00635

[layout]
logic_area_um2 = 891
syn_to_final_growth_pct = 19.4
instances_no_fill = 283
n_fill_cell = 614
regArea_mm2 = 0.00101
drive_gt1_frac = 0.0728

[clocking]
cts_max_path_buffers = 2
post_cts_buffers = 0
clk-insertion-delay-late_ns = 0.23
cts_buffers = 3
ctsHtreeMaxLevel = 1
cts_tree = yes
cts-root-buf = clkbuf_8
clk_pin_slew_ns = 0.04
cts_hold_buffers = 0
cts_resized = 0

[grt]
grtUsageTotal = 0.102
grt_pass1_vias = 1286
grt_max_degree = 34
grt_overflow = 0
grt_pass1_wl_um = 5830
antenna_found_initial = 0

[flow_run]
warning_count = 31
maxCapViolations = 0

[status]
outcome = finished clean

[worst_hold_path]
hp-class = flip-flop to flip-flop
hold_depth = 1
-- power groups by stage --
stage / Clock, µW / Sequential (µW) / Combinational [µW]
final: 224 / 206 / 99.5
after global routing: 248 / 206 / 111
after CTS: 231 / 206 / 101
-- through the flow --
step	power (µW)	utilization	hold slack, ns	cell area, µm²
after global routing	565	0.373	0.484	2370
after floorplan	267	-	0.433	1980
after global placement	310	0.366	0.441	2320
after CTS	538	0.373	0.466	2370
after detailed placement	310	0.366	0.460	2320
final	530	0.373	0.465	2370
-- area by class of cell --
class | count | share of cell area
flip-flops and latches | 42 | 0.427
multi-input cells | 120 | 0.376
repair buffers | 29 | 0.120
well taps | 77 | 0.0407
clock buffers | 4 | 0.0190
inverters | 11 | 0.0174
-- worst max-delay path: stages (launching register included) --
cell     delay [ns]
dfxtp_1        0.37
and3_1         0.19
nand2_1        0.07
nor3_1         0.25
buf_4          0.21
nor2_1         0.05
-- placed cells by master, fill, tap and decap left out, types with 2 or more instances in the layout --
master | Yosys | final
clkdlybuf4s50_1 | 0 | 27
dfxtp_1 | 25 | 25
nor2_1 | 20 | 20
edfxtp_1 | 17 | 17
nand2_1 | 12 | 12
inv_1 | 10 | 10
ha_1 | 10 | 10
mux2i_1 | 8 | 8
nand3_1 | 7 | 7
xnor2_1 | 7 | 7
a21oi_1 | 6 | 6
nor4_1 | 5 | 5
xor2_1 | 5 | 5
a222oi_1 | 4 | 4
o21ai_0 | 4 | 4
clkbuf_8 | 0 | 3
or4_1 | 2 | 2
nand3b_1 | 2 | 2
o21ai_1 | 2 | 2
a31oi_1 | 2 | 2
mux2i_2 | 2 | 2
o22a_1 | 2 | 2
mux2_1 | 2 | 2
nor3_1 | 2 | 2
or3_1 | 2 | 2
buf_4 | 1 | 2
-- layer usage --
metal / up-vias / track usage / routed length (µm)
met5: - / 0 / 0
met4: 0 / 0.00157 / 0
met3: 0 / 0.0283 / 207
met2: 35 / 0.157 / 1340
met1: 599 / 0.159 / 1700
li1: 696 / - / -
-- worst paths after layout --
kind                                     start        endpoint  slack (ns)
worst max-delay path            pre_escaler[3]  pre_escaler[4]        0.54
worst min-delay path            pre_escaler[0]  pre_escaler[0]        0.47
worst max register to register  pre_escaler[3]  pre_escaler[4]        0.54
worst min register to register  pre_escaler[0]  pre_escaler[0]        0.47
-- cell families (layout without fill, tap and decap cells) --
group | after synthesis | in the layout | synth area share
other cells | 1 | 1 | 0.00189
buf+inv | 17 | 44 | 0.0416
mux | 12 | 12 | 0.0656
flops | 42 | 42 | 0.509
compound gates | 25 | 25 | 0.0996
fa+ha+maj | 10 | 10 | 0.0631
xor+xnor | 12 | 12 | 0.0530
simple gates | 60 | 60 | 0.166
No activity file was given, so power comes from the tool's default toggle rates.
